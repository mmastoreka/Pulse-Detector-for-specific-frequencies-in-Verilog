### flow/design.v
`timescale 1ns / 1ps
module dff_synchronizer(
   input wire clk1,
    input wire clk2,
    input wire rst,
    input wire din,
    output reg dout
);
   reg din_flop;
(* ASYNC_REG = "TRUE" *) reg dmeta;
    always @(posedge clk1 or posedge rst)begin
        if (rst) din_flop <= 1'b0;
        else       din_flop <= din; end
    always @(posedge clk2 or posedge rst) begin
        if (rst) begin
            dmeta <= 1'b0;
            dout  <= 1'b0;
            dout<=1'b0;
    end else begin
            dmeta <= din_flop;
            dout <= dmeta;
            end
        end
endmodule
`timescale 1ns / 1ps
module frequency_classifier (
    input wire clk,
    input wire reset,
    input wire done_tick,    
    input wire [15:0] prd2,            
    output reg is_10M,
    output reg is_20M,
    output reg is_5M
);
    always @(posedge clk or posedge reset) begin
        if (reset) begin
            is_10M <= 0;
            is_20M <= 0;
            is_5M <= 0;
        end else begin
           is_5M <= 0;
           is_10M <= 0;
           is_20M <= 0;
            if (done_tick) begin
                if (prd2 == 16'd16)
                    is_10M <= 1'b1;
                else if (prd2 == 16'd6)
                    is_20M <= 1'b1;
                else if (prd2 == 16'd36)
                    is_5M <= 1'b1;
            end
        end
    end
endmodule
`timescale 1ns / 1ps
module period_counter(  
    input wire clk, reset,
    input wire si,
    output reg done_tick,
    output reg [15:0] prd2
);
    parameter A = 2'b00;
    parameter B = 2'b01;
    parameter C = 2'b10;
    reg [1:0] state_next, state_reg;
    reg [15:0] period_reg, period_prev;
    reg delay_reg;
    reg si_d1;
    wire edge1;
    assign edge1 = ~delay_reg & si;
    always @(posedge clk or posedge reset) begin 
        if (reset) begin
            state_reg   <= A;
            period_reg  <= 16'd0;
            period_prev <= 16'd0;
            prd2        <= 16'd0;
            si_d1       <= 1'b0;
            delay_reg   <= 1'b0;
        end else begin
            state_reg   <= state_next;
            period_prev <= period_reg;
            prd2        <= period_prev;
            si_d1       <= si; 
            delay_reg   <= si_d1;
            if (state_reg == A || state_reg == C)
                period_reg <= period_reg + 1;
            else if (state_reg == B)
                period_reg <= 16'd0;
        end
    end
    always @(*) begin 
        done_tick = 1'b0;
        case (state_reg)
            A: if (edge1) begin 
                    state_next = B; 
                    done_tick = 1'b1; 
               end else state_next = A;
            B: if (edge1) 
                    state_next = C;
               else 
                    state_next = A;
            C: state_next = A;
            default: state_next = A;
        endcase 
    end
endmodule
`timescale 1ns / 1ps
module top_module(   input wire clk1,
    input wire clk2,
    input wire rst,
    input wire din,
    output wire done_tick,
    output wire is_10M,
    output wire is_20M,
    output wire is_5M
 );
 wire synced_signal;
 wire [15:0] prd2t;
    dff_synchronizer sync_inst (
        .clk1(clk1),
        .clk2(clk2),
        .rst(rst),
        .din(din),
        .dout(synced_signal)
    );
    period_counter period_cnt_inst (
        .clk(clk2),
        .reset(rst),
        .si(synced_signal),       
        .done_tick(done_tick),
        .prd2(prd2t)
    );
     frequency_classifier classifier_inst (
        .clk(clk2),
        .reset(rst),
        .done_tick(done_tick),
        .prd2(prd2t),
        .is_10M(is_10M),
        .is_20M(is_20M),
        .is_5M(is_5M) );
endmodule
### flow/constraint.sdc
current_design top_module

set clk_period 2.7
set clk_io_pct 0.2

create_clock -name clk0 -period $clk_period [get_ports {clk1}]
create_clock -name clk1 -period $clk_period [get_ports {clk2}]

set non_clock_inputs [all_inputs -no_clocks]
set_input_delay [expr $clk_period * $clk_io_pct] -clock clk0 $non_clock_inputs
set_output_delay [expr $clk_period * $clk_io_pct] -clock clk0 [all_outputs]
### flow/config.mk
export PLATFORM = sky130hd
export DESIGN_NAME = top_module
export DESIGN_NICKNAME = top_module
export VERILOG_FILES = /design/flow/design.v
export SDC_FILE = /design/flow/constraint.sdc
export NUM_CORES = 4
export LEC_CHECK = 1
export CORE_UTILIZATION = 50
### flow/run.sh
#!/bin/bash
# OpenROAD 26Q1-2900-gdf79404cd8, Yosys 0.63+post, stock flow scripts
make -C /OpenROAD-flow-scripts/flow DESIGN_CONFIG=/design/flow/config.mk WORK_HOME=/design/flow/orfs finish
==> results.yml <==
# flow metrics
finish:
  drive_gt1_frac: 0.150
  fillers: 269
  final_util: 0.632
  flop_area_um2: 1480
  combGateArea_um2: 532
  syn_to_final_growth_pct: 17.8
die:
  chipHeight_um: 65.6
  chipArea_um2: 4300
  fp-utilization: 0.536
  ios: 8
  core_area_um2: 3770
  core.rowCount: 22
  die-width_um: 65.6
critical_path:
  crit_cells: 2
  crit_chain: "and3b_1, clkdlybuf4s50_1"
  cp-endpoint: "done_tick"
  crit_family: "flip-flops"
  cp.required_ns: 2.16
  reg2reg_from: "period_cnt_inst.period_reg[0]"
  start_kind: "flop"
  timing_worst_setup_path_type: "reg -> out"
  cp_slowest_cell: "dfstp_2"
  r2r_setup_slack_ns: 1.05
  ff2ff_path_depth: 5
  path_max_fanout: 4
  endpoint_kind: "primary output"
  critPathLaunch: "period_cnt_inst.state_reg[0]"
  regToRegEndpoint: "period_cnt_inst.period_reg[6]"
  crit_buf_inv: 1
  slowest_delay_ns: 0.55
  cp_data_arrival_time_ns: 1.54
drt:
  avgViaCountPerCell: 5.39
  wire_per_inst_um: 14.3
  antenna_cells: 0
  ant_nets: 0
  drt-pass1-iter-count: 4
  drc: 0
  vias: 1159
  initialDrtViolationCount: 50
  drt_wl_total_mm: 3.08
logic_synthesis:
  syn-cell-area_um2: 2020
  synth-seq-cells: 59
  syn-instance-count: 144
  syn_avg_cell_area_um2: 14.0
  synthFlopType: "dfrtp_1"
  ys_types: 37
  synthTopCellsByCount: "dfrtp_1, nand2_1, o21ai_0"
  ys_cells: 144
  async_flop_share: 1.00
  synth_warnings: 3
  ys_seq_share: 0.730
  ys_area_um2: 2020
  synth.most_common_cell: "dfrtp_1"
  edf_count: 0
  largest_area_cell: "dfrtp_1"
  netlist.area_leader.share: 0.717
  topCellsByArea: "dfrtp_1, mux2i_1, o21ai_0"
timing:
  slew_headroom: 0.652
  fin_skew_ns: 0.00461
  rsz0062_at_grt: "false"
  setup_violations: 0
  worst_pin_slew_ns: 0.521
  hold_viol: 0
  worst_slack_ns: 0.619
  slew_viol_final: 0
  fin_tns_setup_ns: 0
global_route:
  grt_pass1_wl_mm: 5.50
  overflow: 0
  grt_pass1_vias: 1130
  grt_usage: 0.183
  grt_max_degree: 36
  antenna_found_initial: 0
cts:
  numCtsBuffers: 9
  cts_setup_buffers: 0
  htree_num_levels: 3
  clk_path_buf_depth: 2
  cts-root-buf: "clkbuf_8"
  cts_tree: "done"
  clkTransAtPathRegs_ns: 0.06
power:
  p_seq_frac: 0.521
  p_clk_frac: 0.424
  power_density_nw_per_um2: 840
  internal-power_mw: 1.57
  power_frac_comb: 0.056
  switching_share: 0.218
  leakage_nw: 1.14
  power.switching_mw: 0.437
  ir_drop_uv: 552
placed_design:
  hpwl_mm: 2.06
  place_worst_setup_slack_ns: 0.964
  portBuffers: 6
  gp_congestion: 0.809
outcome:
  status: "finished clean"
run:
  maxCapViolCount: 0
  tool_warnings: 27
hold_path:
  hp-class: "reg -> reg"
-- layer usage --
metal	vias up	wire length, um	track usage
met4	0	92	0.0380
met1	571	1490	0.319
met5	-	0	0
met3	9	204	0.0581
met2	33	1300	0.241
li1	546	-	-
-- what timing repair did --
action,in CTS,in global routing
endpoints found under the hold margin,1,0
hold buffers,1,0
resized,0,0
-- layout by cell type, fill, tap and decap left out, types with 2 or more instances in the layout --
cell,synthesis,final
bufinv_16,0,2
clkbuf_1,0,4
nand3_1,7,7
clkbuf_8,0,10
dfrtp_1,58,58
o21ai_0,11,11
and3b_1,2,2
mux2i_1,6,6
nor4_1,3,3
and2_0,2,2
nor3_1,2,2
and3_1,3,3
clkdlybuf4s50_1,0,6
nor2_1,7,7
nand2_1,13,13
o31ai_1,3,3
nand3b_1,2,2
-- through the flow --
step / hold slack [ns] / cell area (um2) / power [mW] / std cells
finish: 0.346 / 2380 / 2.00 / 215
global route: 0.352 / 2380 / 2.10 / 215
CTS: 0.344 / 2380 / 2.02 / 215
detailed placement: 0.335 / 2160 / 1.17 / 198
global placement: 0.331 / 2160 / 1.16 / 198
floorplan: 0.331 / 2020 / 1.12 / 144
-- worst min path at each step --
stage / from / to / slack (ns) / cells after the start
final: period_cnt_inst.period_prev[11] / period_cnt_inst.prd2[11] / 0.35 / 0
after CTS: period_cnt_inst.period_prev[11] / period_cnt_inst.prd2[11] / 0.34 / 0
after global routing: period_cnt_inst.period_prev[6] / period_cnt_inst.prd2[6] / 0.35 / 0
-- power groups by stage --
stage,logic [mW],registers (mW),clock network [mW]
4_1_cts,0.113,1.04,0.865
5_1_grt,0.130,1.06,0.911
6_report,0.112,1.04,0.848
-- logic make-up after synthesis --
kind of cell	count (synthesis)	synth area share
simple gates	54	0.160
compound gates	20	0.0625
mux	6	0.0297
fa+ha+maj	1	0.00618
buf+inv	3	0.00680
xor+xnor	1	0.00433
flops	59	0.730
-- cell type report --
type	instances	area share
inverter	1	0.00157
timing repair buffer	9	0.0409
tap	48	0.0252
sequential	59	0.620
clock buffer	14	0.0640
clock inverter	2	0.0252
multi-input combinational	82	0.223
Power figures rest on the tool's default switching activity, not on a simulated workload.
